--- /design/flow/config.mk ---
export PLATFORM = sky130hd
export DESIGN_NAME = hilo_reg
export DESIGN_NICKNAME = hilo_reg
export VERILOG_FILES = /design/flow/design.v
export SDC_FILE = /design/flow/constraint.sdc
export NUM_CORES = 4
export LEC_CHECK = 1
export CORE_UTILIZATION = 30
--- /design/flow/constraint.sdc ---
current_design hilo_reg

set clk_period 1.0
set clk_io_pct 0.2

create_clock -name clk0 -period $clk_period [get_ports {clk}]

set non_clock_inputs [all_inputs -no_clocks]
set_input_delay [expr $clk_period * $clk_io_pct] -clock clk0 $non_clock_inputs
set_output_delay [expr $clk_period * $clk_io_pct] -clock clk0 [all_outputs]
--- /design/flow/design.v ---
module hilo_reg(
	input	wire clk,
	input wire rst,
	input wire we,
	input wire[31:0] hi_i,
	input wire[31:0] lo_i,
	output reg[31:0] hi_o,
	output reg[31:0] lo_o
);
	always @ (posedge clk) begin
		if (rst == 1'b1) begin
			hi_o <= 32'h00000000;
			lo_o <= 32'h00000000;
		end else if((we == 1'b1)) begin
			hi_o <= hi_i;
			lo_o <= lo_i;
		end
	end
endmodule
--- /design/flow/run.sh ---
#!/bin/bash
# OpenROAD 26Q1-2900-gdf79404cd8, Yosys 0.63+post, stock flow scripts
make -C /OpenROAD-flow-scripts/flow DESIGN_CONFIG=/design/flow/config.mk WORK_HOME=/design/flow/orfs finish
==> impl_metrics.py <==
# Auto-generated metrics
metrics = {
    "status": {
        "status": "finished, final reports clean",
    },
    "sta": {
        "finalSetupTns_ns": 0,
        "tightest_slew_ns": 0.1454,
        "rsz0062_at_grt": "true",
        "hold_viol": 0,
        "maxSlewViolCount": 0,
        "fmax_mhz": 1046,
        "slew_headroom": 0.9003,
        "finalSetupViolations": 0,
        "fin_crit_sh": 0.9563,
        "layout_min_cycle_time_ns": 0.9563,
        "setup_ws_ns": 0.04375,
        "timing.hold.ws_ns": 0.2770,
        "fin_skew_ns": 0,
    },
    "power_and_ir_drop": {
        "power.share.switching": 0.2146,
        "p_per_area_mw_per_mm2": 1574,
        "clkPwrFrac": 0.383,
        "comb_power_share": 0.131,
        "seqPwrFrac": 0.486,
        "switchingPower_w": 0.001234,
        "peakVddDrop_mv": 0.6820,
        "p_leak_nw": 1.787,
        "internal-power_w": 0.004518,
    },
    "cts": {
        "clk_pin_slew_ns": 0.07,
        "clkSinkCount": 64,
        "cts_max_level": 3,
        "clk_path_buf_depth": 2,
        "clock-root-buffer": "clkbuf_8",
        "numCtsBuffers": 9,
        "cts_tree": "done",
        "clock_latency_ns": 0.33,
    },
    "synthesis": {
        "synth.avg_cell_area_um2": 11.12,
        "yosysWarnings": 1,
        "syn_inst": 206,
        "ys.flops": 64,
        "yosys_area_mm2": 0.002291,
        "postSynthSeqShare": 0.5593,
        "netlist_area_mm2": 0.002291,
        "synthDistinctLibCells": 7,
        "ys_cells": 206,
    },
    "placed_design": {
        "hpwl_um": 3785,
        "place_ws_ns": -0.005049,
        "port-buffer-count": 130,
        "finalWeightedCongestion": 0.7470,
        "place_area_mm2": 0.003695,
    },
    "finish": {
        "comb_area_um2": 880.8,
        "area_growth_pct": 59.48,
        "seq_area_mm2": 0.001361,
        "drive_gt1_frac": 0.4377,
        "final_area_mm2": 0.003654,
        "fillers": 668,
    },
    "grt": {
        "grt_use_total": 0.1340,
        "grt_remaining_overflow": 0,
        "grt_pass1_wl_um": 8086,
        "grt_max_degree": 38,
        "antenna_found_initial": 0,
        "grt_pass1_vias": 1718,
    },
    "floorplan": {
        "pin_count": 131,
        "die_h_um": 89.39,
        "rows": 31,
        "die_area_mm2": 0.007990,
        "dieWidth_um": 89.39,
        "core_util_floorplan": 0.3125,
        "core_area_mm2": 0.007331,
    },
    "setup_path": {
        "cp_slowest_stage_delay_ns": 0.32,
        "end_kind": "output pin",
        "startpoint_type": "register",
        "path_max_fanout": 2,
        "crit_buf_inv": 1,
        "crit_family": "flip-flops",
        "critPathKind": "register to output pin",
        "arrival_ns": 0.76,
        "cp_cell_sequence": "buf_2",
        "worstPathRequired_ns": 0.80,
        "slowest_stage": "dfxtp_2",
    },
    "route": {
        "drtIter0Drc": 45,
        "drt-pass1-iter-count": 3,
        "ant_nets": 0,
        "n_antenna_cell": 0,
        "routedWlPerCell_um": 12.08,
        "postRouteWirelength_um": 5363,
        "drc": 0,
        "vias": 1855,
        "vias_per_cell": 4.178,
    },
    "run": {
        "warning_count": 26,
        "cap_violations": 0,
    },
    "worst_hold_path": {
        "hp-class": "input pin to register",
    },
}
## layout make-up
class | count | area share
Tap cell | 99 | 0.03390
Multi-Input combinational cell | 128 | 0.2411
Sequential cell | 64 | 0.3726
Clock inverter | 3 | 0.01096
Clock buffer | 13 | 0.04349
Timing Repair Buffer | 137 | 0.2979
## flip-flops by register name, summed over array words and instances, names as in the netlist
signal	cells
lo_o	32
hi_o	32
## per-stage QoR
stage                     total power (W)  std cells  utilization
after floorplan                  0.003122        206            -
after global placement           0.003728        428       0.5040
after detailed placement         0.003732        428       0.5040
after CTS                        0.005872        444       0.4984
after global routing             0.006102        444       0.4984
final                            0.005752        444       0.4984
## synthesized netlist by cell type
cell | count | area share
clkbuf_2 | 1 | 0.0022
mux2i_1 | 64 | 0.28
buf_1 | 6 | 0.0098
nor2_1 | 64 | 0.10
buf_6 | 1 | 0.0049
buf_8 | 6 | 0.039
dfxtp_1 | 64 | 0.56
## cells by family after synthesis
family / Yosys count / share of synthesized area
multiplexers: 64 / 0.2796
flip-flops: 64 / 0.5593
AND/OR/NAND/NOR: 64 / 0.1049
buffers and inverters: 14 / 0.05625
## final timing paths
check	slack [ns]	endpoint	startpoint	cells past startpoint
setup / recovery	0.04	hi_o[19]	hi_o[19]$_SDFFE_PP0P_	1
hold / removal	0.28	lo_o[31]$_SDFFE_PP0P_	rst	3
setup reg to reg	0.39	hi_o[0]$_SDFFE_PP0P_	hi_o[0]$_SDFFE_PP0P_	2
hold reg to reg	0.48	hi_o[20]$_SDFFE_PP0P_	hi_o[20]$_SDFFE_PP0P_	2
## per-layer routing
layer	track usage	up-vias	part of all wire
met2	0.2158	72	0.45
met4	0.02020	0	0.013
met1	0.1799	827	0.45
met3	0.04963	7	0.092
met5	0	-	0
li1	-	949	-
## cells in the final DEF (no fill, tap or decap)
cell type / count
clkbuf_8: 11
dfxtp_2: 64
bufinv_16: 1
nor2_1: 64
buf_4: 3
clkbuf_1: 2
clkinv_2: 2
clkdlybuf4s50_1: 64
buf_12: 5
buf_2: 65
mux2i_1: 64
## power by group through the flow
stage	Combinational [W]	Clock, W	Sequential (W)
4_1_cts	0.000770	0.00231	0.00280
5_1_grt	0.000841	0.00245	0.00282
6_report	0.000753	0.00220	0.00280
## repair_timing
action / in CTS / in global routing
hold buffers: 0 / 0
endpoints found under the setup margin: 64 / 12
setup buffers: 0 / 0
resized: 256 / 0
Power figures rest on the tool's default switching activity, not on a simulated workload.

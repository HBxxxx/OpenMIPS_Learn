File: flow/design.v
module ex(
	input wire rst,
	input wire[7:0] aluop_i,
	input wire[2:0] alusel_i,
	input wire[31:0] reg1_i,
	input wire[31:0] reg2_i,
	input wire[4:0] wd_i,
	input wire wreg_i,
	output reg[4:0] wd_o,
	output reg wreg_o,
	output reg[31:0]	wdata_o
);
	reg[31:0] logicout;
	always @ (*) begin
		if(rst == 1'b1) begin
			logicout <= 32'h00000000;
		end else begin
			case (aluop_i)
				8'b00100101:	begin
					logicout <= reg1_i | reg2_i;
				end
				default: begin
					logicout <= 32'h00000000;
				end
			endcase
		end     
	end       
	always @ (*) begin
	 	wd_o <= wd_i;	 	 	
	 	wreg_o <= wreg_i;
	 	case ( alusel_i ) 
	 		3'b001: begin
	 			wdata_o <= logicout;
	 		end
	 		default: begin
	 			wdata_o <= 32'h00000000;
	 		end
	 	endcase
 	end
endmodule
File: flow/run.sh
#!/bin/bash
# OpenROAD 26Q1-2900-gdf79404cd8, Yosys 0.63+post, stock flow scripts
make -C /OpenROAD-flow-scripts/flow DESIGN_CONFIG=/design/flow/config.mk WORK_HOME=/design/flow/orfs finish
File: flow/config.mk
export PLATFORM = sky130hd
export DESIGN_NAME = ex
export DESIGN_NICKNAME = ex
export VERILOG_FILES = /design/flow/design.v
export SDC_FILE = /design/flow/constraint.sdc
export NUM_CORES = 4
export LEC_CHECK = 1
export CORE_AREA = 10 10 79 79
export DIE_AREA = 0 0 89 89
File: flow/constraint.sdc
current_design ex

set clk_period 2.3
set clk_io_pct 0.2

create_clock -name clk0 -period $clk_period

set non_clock_inputs [all_inputs -no_clocks]
set_input_delay [expr $clk_period * $clk_io_pct] -clock clk0 $non_clock_inputs
set_output_delay [expr $clk_period * $clk_io_pct] -clock clk0 [all_outputs]
==> run summary <==
Summary of the current implementation state.

- In this run the vertical extent of the chip is 89 um.
- The number of warnings the tools reported is 34, for reference.
- Per the synthesis report, the simple-gate share of the synthesized area is 0.8210.
- Post-route period utilization is reported as 1.007.
- The horizontal die size is 89 um, for reference.
- The distinct cell type count after synthesis is 10, for reference.
- STA lists the maximum fanout along the critical path as 4.
- In the routed layout, each cell is associated on average with a via count of 4.232.
- The maximum number of pins on one net before global-route repair is 33, for reference.
- At the floorplan stage, the core utilization is reported as 0.1409.
- Detailed placement finished with a half-perimeter wire length of 3129 um.
- The script computed the net switching share of total power as 0.2933.
- Per the synthesis report, the adder-cell share of the synthesized area is 0.
- The count of buffers from port buffering is 108, for reference.
- The type of element launching the critical path is an input port, for reference.
- The layout overhead on the synthesized area is 195.2%, for reference.
- The checks that failed: negative setup slack.
- The fraction of power consumed by combinational cells is 1.000, for reference.
- The final report lists the setup-violating endpoint count as 3.
- In this run, the synthesized area fraction spent on xor and xnor cells is recorded as 0.
- The final weighted congestion of routability-driven global placement is 0.7116, for reference.
- The max capacitance violation total is 0, for reference.
- The maximum vdd drop is 0.02706 mV, for reference.
- The footprint of the flip-flops and latches is 0 um^2, for reference.
- Per the detail_route report, inserted antenna diodes total 0.
- For reference, the most critical setup path is categorized as in -> out.
- The post-route utilization of the core is recorded as 0.4161.
- Per the layout report, the design carries 0 clock buffers.
- The most numerous logic cell after layout is clkdlybuf4s50_1, for reference.
- The worst endpoint data arrival time is 1.86 ns, for reference.
- The total routing usage reported by global routing is 0.1081, for reference.
- The number of filler cells placed in the layout is 459, for reference.
- The power report attributes to the sequential group a share of 0.
- The number of sequential cells is 0, for reference.
- By instance count after routing, the leading logic cell types are 68 x clkdlybuf4s50_1, 34 x buf_2, 32 x nor2_1.
- The share of final-layout standard cells stronger than drive strength 1 is 0.4850, for reference.
- On the final layout, the worst hold slack is 0.9200 ns.
- The required time of the critical path is 1.84 ns, for reference.
- The total vias in the final route is 1075, for reference.
- Once routing completed, OpenROAD measured the worst setup slack at -0.01548 ns.
- The flow ran to the end, but the final reports show violations.
- The part of the Yosys area used for sequential elements is 0, for reference.
- The warning tally printed by Yosys for this design is 1.
- Synthesis produced a netlist whose cell count is 85.
- The number of antenna violations at the first check in global routing came to 0.
- Summing every instance area after synthesis gives 656.9 um^2.
- The average instance in the mapped netlist occupies 7.728 um^2.
- The number of DRC violations after detailed routing is 0, for reference.
- The total congestion overflow after global routing is 0, for reference.
- The fraction of power consumed by the clock network is 0, for reference.
- The hold buffer count at cts is 0, for reference.
- The count of boundary I/O pins is 120, for reference.
- Counting pins that exceed their max-slew limit in the final report gives 0.
- The placed instance count is 232, for reference.
- The maximum frequency from static timing analysis is 0.4319 GHz, for reference.
- For this run, the number of standard cells in the final layout without fillers is 254.
- After floorplanning, the die was sized to cover 7921 um^2.
- The iteration count of the initial detailed-routing pass is 4, for reference.
- The worst min-delay path class is in -> out, for reference.
- The hold-critical path depth is 0, for reference.
- The leakage power summed over all cells is 0.7707 nW, for reference.
- The main combinational cell family by area after synthesis is simple AND/OR/NAND/NOR gates, for reference.
- The wire length of the first global-routing pass is 6706 um, for reference.
- After synthesis, the share of cell area in mux cells is 0.
- Setup repair after global routing could not meet its margin everywhere.
- The yosys stat chip area is 656.9 um^2, for reference.
- The number of rows in the core area is 25, for reference.
- Once detail routing completed, the nets flagged for antenna violations numbered 0.
- The kind of capture point of the worst setup path is an output pin, for reference.
- The internal power component is 0.0001490 W, for reference.
- The number of design-rule violations left by the first detailed-router iteration is 20, for reference.
- The switching power summed over all nets is 0.00006186 W, for reference.
- At the pin with the least slew margin, the transition time is 0.2124 ns.
- The normalized max-slew margin is 0.8572, for reference.
- The complex-gate fraction of the synthesized area is 0, for reference.
- The via count of the first global-routing pass is 1138, for reference.
- The total power per unit cell area is 108.7 nW/um^2, for reference.
- The core box area is 4661 um^2, for reference.
- The final critical delay including setup and external delays is 2.315 ns, for reference.
- The post-detailed-route wirelength per cell is 18.03 um, for reference.
- After detailed routing, the total wire length is 4579 um.
- The yosys stat cell total is 85, for reference.
- The number of hold-slack violations in the final timing report is 0, for reference.
[layer usage]
metal	wire, um	part of all wire	GRT usage	vias to the layer above
met4	21	0.0046	0.005780	0
met3	605	0.13	0.03673	2
met2	2164	0.47	0.1862	59
met5	0	0	0	-
met1	1787	0.39	0.1334	470
li1	-	-	-	544
[synthesized netlist by cell type]
| master | instances | area (um^2) |
|---|---|---|
| buf_4 | 6 | 45.04 |
| nor4_2 | 30 | 375.4 |
| buf_2 | 4 | 20.02 |
| buf_6 | 3 | 33.78 |
| nor4_1 | 2 | 12.51 |
| buf_1 | 3 | 11.26 |
| nand4bb_1 | 1 | 11.26 |
| clkbuf_1 | 2 | 7.510 |
| or4b_1 | 2 | 20.02 |
| nor2_1 | 32 | 120.1 |
[metrics by stage]
step / setup WS (ns) / power [W] / cell area (um^2) / setup TNS (ns)
floorplan: 0.3739 / 0.00004795 / 656.9 / 0
global placement: -0.8123 / 0.0001774 / 1753 / -23.46
detailed placement: -0.7993 / 0.0001775 / 1753 / -23.58
CTS: -0.02481 / 0.0002132 / 1949 / -0.07717
global route: -0.07347 / 0.0002257 / 1939 / -0.3895
finish: -0.01548 / 0.0002109 / 1939 / -0.04199
[cells by family (layout without fill, tap and decap cells)]
logic type	Yosys count	after routing
buf+inv	18	133
simple gates	67	67
[critical path: stages]
cell and delay (ns):
buf_6 0.09, or4b_4 0.65, buf_16 0.18, buf_12 0.12
buf_6 0.10, nor4_2 0.11, buf_2 0.13
[power groups by stage]
stage / registers, W / logic [W] / clock network, W
final: 0 / 0.000211 / 0
after global routing: 0 / 0.000226 / 0
after CTS: 0 / 0.000213 / 0
[final cells by class]
cell class	count	area, um^2	share of cell area
multi-input cells	67	581.8	0.3000
well taps	54	67.56	0.03484
repair buffers	133	1290	0.6652
[path summary, 6_finish.rpt]
path              slack [ns]        from          to
setup / recovery       -0.02  aluop_i[1]  wdata_o[6]
hold / removal          0.92     wd_i[0]     wd_o[0]
[timing repair]
item,CTS,global route
setup buffers,16,0
endpoints found under the setup margin,32,23
resized,133,2
gates cloned,6,0
pin swaps,24,0
No activity file was given, so power comes from the tool's default toggle rates.

==> ./design.v <==
module ex_mem(
	input wire clk,
	input wire rst,
	input wire[4:0] ex_wd,
	input wire ex_wreg,
	input wire[31:0] ex_wdata,
	output reg[4:0] mem_wd,
	output reg mem_wreg,
	output reg[31:0] mem_wdata
);
	always @ (posedge clk) begin
		if(rst == 1'b1) begin
			mem_wd <= 5'b00000;
			mem_wreg <= 1'b0;
			mem_wdata <= 32'h00000000;	
		end else begin
			mem_wd <= ex_wd;
			mem_wreg <= ex_wreg;
			mem_wdata <= ex_wdata;
		end
	end
endmodule
==> ./run.sh <==
#!/bin/bash
# OpenROAD 26Q1-2900-gdf79404cd8, Yosys 0.63+post, stock flow scripts
make -C /OpenROAD-flow-scripts/flow DESIGN_CONFIG=/design/flow/config.mk WORK_HOME=/design/flow/orfs finish
==> ./config.mk <==
export PLATFORM = sky130hd
export DESIGN_NAME = ex_mem
export DESIGN_NICKNAME = ex_mem
export VERILOG_FILES = /design/flow/design.v
export SDC_FILE = /design/flow/constraint.sdc
export NUM_CORES = 4
export LEC_CHECK = 1
export CORE_AREA = 10 10 97 97
export DIE_AREA = 0 0 107 107
==> ./constraint.sdc <==
current_design ex_mem

set clk_period 1.0
set clk_io_pct 0.2

create_clock -name clk0 -period $clk_period [get_ports {clk}]

set non_clock_inputs [all_inputs -no_clocks]
set_input_delay [expr $clk_period * $clk_io_pct] -clock clk0 $non_clock_inputs
set_output_delay [expr $clk_period * $clk_io_pct] -clock clk0 [all_outputs]
==> flow_summary_export.csv <==
group,metric,value,unit
die,die_h,107,um
clock_network,cts_buffers,5,
drt,wl,3.12,mm
placed_design,place_hpwl,2.51,mm
pwr,irDropWorstVdd,0.000483,V
placed_design,dp_slack,0.778,ps
placed_design,post-place-cells,255,
worst_setup_path,max_stage_delay,320,ps
drt,drt_iter0_drc,11,
grt,grt_overflow,0,
timing,fmax,1050,MHz
placed_design,finalWeightedCongestion,0.711,
layout,fin_cells,263,
synthesis,top_area_share,62.7,%
drt,wl_per_cell,11.9,um
grt,track_usage,5.48,%
worst_setup_path,cp.required,800,ps
timing,tightest_slew,238,ps
drt,antenna_cells_inserted,0,
synthesis,area_leaders,"dfxtp_1, nor2b_4, nor2b_1",
timing,finalHoldViolations,0,
drt,drc_errors,0,
worst_setup_path,cp_top_family,"flip-flops",
worst_setup_path,crit_path_start_kind,"register",
worst_setup_path,crit_buf_inv,1,
timing,finalWorstPathRequiredPeriod,954,ps
die,chip_area,0.0114,mm2
clock_network,h-tree-depth,2,
worst_setup_path,end_kind,"output pin",
synthesis,synth_cells,80,
layout,final_layout_size_suffix_gt1_share,51.2,%
run_status,outcome,"finished, final reports clean",
drt,ant_nets,0,
clock_network,ctsLongestPathBuffers,2,
synthesis,ys_top_cells_by_count,"dfxtp_1, nor2b_4, nor2b_1",
synthesis,edf_count,0,
synthesis,most_common_cell,"dfxtp_1",
synthesis,yosysChipArea,0.00121,mm2
grt,grt_pass1_vias,954,
die,core-area,0.00729,mm2
synthesis,synth_async_sr_flop_share,0,%
grt,antenna_found_initial,0,
clock_network,cts_root_buffer,"clkbuf_8",
synthesis,synth.cell_area,0.00121,mm2
synthesis,synth_cell_type_count,7,
drt,vias_per_cell,3.09,
worst_setup_path,critPathSlowestCell,"dfxtp_2",
run,maxCapViolations,0,
timing,rsz0062_at_grt,"false",
worst_setup_path,worstSetupPathType,"reg -> out",
timing,relSlewSlack,84.1,%
layout,fill_cells,788,
worst_setup_path,crit_arrival,750,ps
layout,area_growth,66.6,%
die,die_x,107,um
pwr,power_density,1520,mW/mm2
timing,finalSetupViolations,0,
die,fp_util,16.6,%
drt,drtPass1Iterations,2,
synthesis,yosysSeqAreaShare,62.7,%
pwr,leakage,0.915,nW
layout,fin_util,27.7,%
clock_network,cts.clk_slew.worst_paths,80,ps
die,num_io_pins,78,
worst_setup_path,cp_max_fo,1,
clock_network,tritoncts,"built",
grt,grt_max_degree,27,
min_path,hp-class,"in -> reg",
synthesis,synth-main-ff-cell,"dfxtp_1",
synthesis,synth_area_per_cell,15.2,um2
synthesis,ys_ff,38,
placed_design,io_buffers,77,
die,num_rows,31,
synthesis,ys_cells,80,
timing,setup_ws,45.6,ps
drt,vias,812,
timing,final-max-slew-violation-count,0,
clock_network,post_cts_buffers,0,
grt,grt_pass1_wl,5.09,mm
synthesis,top_area_cell,"dfxtp_1",
synthesis,yosys_warnings,1,
run,warning_count,25,
timing,period_used_share,95.4,%
worst_setup_path,crit_chain,"clkdlybuf4s15_1",
clock_network,cts.sinks,38,
state kept, by name, summed over array words and instances, names as in the netlist:
| signal | cells |
|---|---|
| mem_wd | 5 |
| mem_wreg | 1 |
| mem_wdata | 32 |
stage by stage:
| stage | hold WS (ps) | total power, mW | setup TNS [ps] | cell area [um2] |
|---|---|---|---|---|
| floorplan | 325 | 1.78 | 0 | 1210 |
| global placement | 587 | 2.10 | -2.04 | 2080 |
| detailed placement | 592 | 2.11 | 0 | 2080 |
| CTS | 274 | 3.18 | 0 | 2140 |
| global route | 295 | 3.26 | 0 | 2020 |
| finish | 270 | 3.07 | 0 | 2020 |
metal layers:
layer  vias to the layer above  track usage [%]  share of wire, %
li1                        402                -                 -
met1                       360             6.23                41
met2                        50             8.87                46
met3                         0             3.40                13
met4                         0            0.580                 0
met5                         -                0                 0
cell type report:
cell class,count,area [um2],area share (%)
Clock buffer,7,86.3,4.28
Sequential cell,38,783,38.8
Multi-Input combinational cell,38,395,19.6
Timing Repair Buffer,80,626,31.0
Tap cell,99,124,6.13
Clock inverter,1,5.00,0.248
where the power goes:
group          total, mW  internal, mW  switching (mW)
registers           1.62          1.60          0.0178
logic              0.373         0.277          0.0962
clock network       1.08         0.556           0.521
total               3.07          2.43           0.635
cells by family (layout without fill, tap and decap cells):
family | after synthesis | count (layout) | share of synthesized area [%]
buffers and inverters | 4 | 88 | 4.64
flip-flops | 38 | 38 | 62.7
AND/OR/NAND/NOR | 38 | 38 | 32.6
cell usage in the layout (no fill, tap or decap):
cell type / netlist / final
dfxtp_2: 0 / 18
buf_2: 1 / 8
nor2b_1: 12 / 12
dfxtp_1: 38 / 20
clkbuf_1: 0 / 1
nor2b_4: 20 / 20
clkdlybuf4s50_1: 0 / 38
clkbuf_8: 0 / 6
buf_12: 2 / 1
buf_4: 0 / 2
clkinv_2: 0 / 1
clkdlybuf4s15_1: 0 / 3
and2b_1: 6 / 6
clkbuf_2: 0 / 28
worst paths after layout:
check / from / to / slack, ps / cells past startpoint
hold / removal: rst / mem_wd[0] / 270 / 3
setup / recovery: mem_wdata[0] / mem_wdata[0] / 50 / 1
worst min-delay path, delay by kind of cell:
kind / cells / cell delay, ps
buffers and inverters: 2 / 260
and+or+nand+nor: 1 / 50
what timing repair did:
action                                  in CTS  in global routing
endpoints found under the setup margin      38                 30
gates resized                               89                 44
hold buffers                                 0                  0
Power figures rest on the tool's default switching activity, not on a simulated workload.
